==> flow/design.v <==
`timescale 1ns / 1ps
module control_logic(id,z,alufn,asel,bsel,moe,mwr,pcsel,ra2sel,wdsel,werf);
input [31:0] id;  
input z;
output reg [5:0] alufn;
output reg asel,bsel,moe,mwr,ra2sel,werf;
output reg [1:0] wdsel,pcsel;
always @ (id,z)
begin
$monitor("alufn %b",alufn);
alufn<=id[31:26];
case (id[31:26])
6'b100000: begin asel<=1'b0; bsel<=1'b0;  ra2sel<=1'b0; pcsel=2'b0; moe<=1'b0; mwr<=1'b0; wdsel=2'b01; werf=1'b1; end 
6'b110000: begin asel<=1'b0; bsel<=1'b1;  ra2sel<=1'b0; pcsel=2'b00; moe<=1'b0; mwr<=1'b0; wdsel=2'b01; werf=1'b1; end
6'b101000: begin asel<=1'b0; bsel<=1'b0;  ra2sel<=1'b0; pcsel=2'b00; moe<=1'b0; mwr<=1'b0; wdsel=2'b01; werf=1'b1; end 
6'b111000: begin asel<=1'b0; bsel<=1'b1;  ra2sel<=1'b0; pcsel=2'b00; moe<=1'b0; mwr<=1'b0; wdsel=2'b01; werf=1'b1; end 
6'b100100: begin asel<=1'b0; bsel<=1'b0;  ra2sel<=1'b0; pcsel=2'b00; moe<=1'b0; mwr<=1'b0; wdsel=2'b01; werf=1'b1; end 
6'b110100: begin asel<=1'b0; bsel<=1'b1;  ra2sel<=1'b0; pcsel=2'b00; moe<=1'b0; mwr<=1'b0; wdsel=2'b01; werf=1'b1; end 
6'b100110: begin asel<=1'b0; bsel<=1'b0;  ra2sel<=1'b0; pcsel=2'b00; moe<=1'b0; mwr<=1'b0; wdsel=2'b01; werf=1'b1; end 
6'b110110: begin asel<=1'b0; bsel<=1'b0;  ra2sel<=1'b0; pcsel=2'b00; moe<=1'b0; mwr<=1'b0; wdsel=2'b01; werf=1'b1; end 
6'b100101: begin asel<=1'b0; bsel<=1'b0;  ra2sel<=1'b0; pcsel=2'b00; moe<=1'b0; mwr<=1'b0; wdsel=2'b01; werf=1'b1; end 
6'b110101: begin asel<=1'b0; bsel<=1'b1;  ra2sel<=1'b0; pcsel=2'b00; moe<=1'b0; mwr<=1'b0; wdsel=2'b01; werf=1'b1; end 
6'b011000: begin asel<=1'b0; bsel<=1'b1;  ra2sel<=1'b0; pcsel=2'b00; moe<=1'b1; mwr<=1'b0; wdsel=2'b10; werf=1'b1; end
6'b011111: begin asel<=1'b1; bsel<=1'b0;  ra2sel<=1'b0; pcsel=2'b00; moe<=1'b1; mwr<=1'b0; wdsel=2'b10; werf=1'b1; end
6'b100010: begin asel<=1'b0; bsel<=1'b0;  ra2sel<=1'b0; pcsel=2'b00; moe<=1'b0; mwr<=1'b0; wdsel=2'b01; werf=1'b1; end
6'b110010: begin asel<=1'b0; bsel<=1'b1;  ra2sel<=1'b0; pcsel=2'b00; moe<=1'b0; mwr<=1'b0; wdsel=2'b01; werf=1'b1; end
6'b101001: begin asel<=1'b0; bsel<=1'b0;  ra2sel<=1'b0; pcsel=2'b00; moe<=1'b0; mwr<=1'b0; wdsel=2'b01; werf=1'b1; end
6'b111001: begin asel<=1'b0; bsel<=1'b1;  ra2sel<=1'b0; pcsel=2'b00; moe<=1'b0; mwr<=1'b0; wdsel=2'b01; werf=1'b1; end
6'b101100: begin asel<=1'b0; bsel<=1'b0;  ra2sel<=1'b0; pcsel=2'b00; moe<=1'b0; mwr<=1'b0; wdsel=2'b01; werf=1'b1; end
6'b111100: begin asel<=1'b0; bsel<=1'b1;  ra2sel<=1'b0; pcsel=2'b00; moe<=1'b0; mwr<=1'b0; wdsel=2'b01; werf=1'b1; end
6'b101101: begin asel<=1'b0; bsel<=1'b0;  ra2sel<=1'b0; pcsel=2'b00; moe<=1'b0; mwr<=1'b0; wdsel=2'b01; werf=1'b1; end
6'b111101: begin asel<=1'b0; bsel<=1'b1;  ra2sel<=1'b0; pcsel=2'b00; moe<=1'b0; mwr<=1'b0; wdsel=2'b01; werf=1'b1; end
6'b101110: begin asel<=1'b0; bsel<=1'b0;  ra2sel<=1'b0; pcsel=2'b00; moe<=1'b0; mwr<=1'b0; wdsel=2'b01; werf=1'b1; end
6'b111110: begin asel<=1'b0; bsel<=1'b1;  ra2sel<=1'b0; pcsel=2'b00; moe<=1'b0; mwr<=1'b0; wdsel=2'b01; werf=1'b1; end
6'b011001: begin asel<=1'b0; bsel<=1'b1;  ra2sel<=1'b1; pcsel=2'b00; moe<=1'b0; mwr<=1'b1; wdsel=2'b00; werf=1'b0; end
6'b100001: begin asel<=1'b0; bsel<=1'b0;  ra2sel<=1'b0; pcsel=2'b00; moe<=1'b0; mwr<=1'b0; wdsel=2'b01; werf=1'b1; end
6'b110001: begin asel<=1'b0; bsel<=1'b1;  ra2sel<=1'b0; pcsel=2'b00; moe<=1'b0; mwr<=1'b0; wdsel=2'b01; werf=1'b1; end
6'b101010: begin asel<=1'b0; bsel<=1'b0;  ra2sel<=1'b0; pcsel=2'b00; moe<=1'b0; mwr<=1'b0; wdsel=2'b01; werf=1'b1; end
6'b111010: begin asel<=1'b0; bsel<=1'b1;  ra2sel<=1'b0; pcsel=2'b00; moe<=1'b0; mwr<=1'b0; wdsel=2'b01; werf=1'b1; end
6'b011011: begin asel<=1'b0; bsel<=1'b0;  ra2sel<=1'b0; pcsel=2'b10; moe<=1'b0; mwr<=1'b0; wdsel=2'b00; werf=1'b1; end
6'b011101: begin asel<=1'b1; bsel<=1'b0; ra2sel<=1'b0; if(z) pcsel=2'b01; else pcsel=2'b00; moe<=1'b0; mwr<=1'b0; wdsel=2'b00; werf=1'b1; end
6'b011110: begin asel<=1'b1; bsel<=1'b0; ra2sel<=1'b0; if(z) pcsel=2'b00; else pcsel=2'b01; moe<=1'b0; mwr<=1'b0; wdsel=2'b00; werf=1'b1; end 
default: begin asel<=1'b0; bsel<=1'b0;  ra2sel<=1'b0; pcsel=2'b00; moe<=1'b0; mwr<=1'b0; wdsel=2'b00; werf=1'b0; end
endcase
end
endmodule
==> flow/run.sh <==
#!/bin/bash
# OpenROAD 26Q1-2900-gdf79404cd8, Yosys 0.63+post, stock flow scripts
make -C /OpenROAD-flow-scripts/flow DESIGN_CONFIG=/design/flow/config.mk WORK_HOME=/design/flow/orfs finish
==> flow/config.mk <==
export PLATFORM = sky130hd
export DESIGN_NAME = control_logic
export DESIGN_NICKNAME = control_logic
export VERILOG_FILES = /design/flow/design.v
export SDC_FILE = /design/flow/constraint.sdc
export NUM_CORES = 4
export LEC_CHECK = 1
export CORE_AREA = 10 10 70 70
export DIE_AREA = 0 0 80 80
==> flow/constraint.sdc <==
current_design control_logic

set clk_period 1.1
set clk_io_pct 0.2

create_clock -name clk0 -period $clk_period

set non_clock_inputs [all_inputs -no_clocks]
set_input_delay [expr $clk_period * $clk_io_pct] -clock clk0 $non_clock_inputs
set_output_delay [expr $clk_period * $clk_io_pct] -clock clk0 [all_outputs]
==> impl_metrics.env <==
# flow metrics
export IMPL_cp_start_kind="input port"
export IMPL_seq_area_frac_synth_pct=0
export IMPL_holdBufCountCts=0
export IMPL_n_antenna_cell=0
export IMPL_worstPathMaxFanout=2
export IMPL_area_growth_pct=181
export IMPL_grt_pass1_vias=331
export IMPL_flop_count=0
export IMPL_drive_above_1_share_pct=71.9
export IMPL_top_cells_by_area="buf_4, a21boi_0, nand2_1"
export IMPL_yosysChipArea_sq_um=224
export IMPL_core_area_sq_um=3420
export IMPL_report_power_total_mw=0.186
export IMPL_drc=0
export IMPL_dp_hpwl_um=792
export IMPL_netlist_instances=36
export IMPL_worst_ep_arrival_time_ns=0.98
export IMPL_setup_ws_ns=-0.104
export IMPL_grt_use_total_pct=2.91
export IMPL_hold_start="id[26]"
export IMPL_finalSetupViolations=9
export IMPL_die_area_sq_um=6400
export IMPL_ant_nets=0
export IMPL_grt_pass1_wl_um=1610
export IMPL_rows=21
export IMPL_drt_pass1_iterations=2
export IMPL_startpoint="id[29]"
export IMPL_nClkBuffers=0
export IMPL_register_area_sq_um=0
export IMPL_avgRoutedWirePerCell_um=9.76
export IMPL_netlist_area_sq_um=224
export IMPL_worst_setup_path_type="in2out"
export IMPL_avgSynthCellArea_sq_um=6.22
export IMPL_slew_headroom_pct=86.8
export IMPL_place_congestion=0.725
export IMPL_vias=353
export IMPL_pin_count=49
export IMPL_lay_top_count="buf_6"
export IMPL_status="finished, violations left"
export IMPL_worst_hold_slack_ns=0.709
export IMPL_warnings=60
export IMPL_power_density_nw_per_um2=295
export IMPL_antenna_found_initial=0
export IMPL_finalClockPeriodUsage_pct=109
export IMPL_grt_max_degree=9
export IMPL_drt_iter0_drc=10
export IMPL_top_area_share_pct=23.5
export IMPL_worstSetupEndpointType="output port"
export IMPL_yosysWarnings=2
export IMPL_io_buffer_count=23
export IMPL_final_core_util_pct=18.4
export IMPL_final_cell_mix="buf_6, buf_2, buf_4"
export IMPL_fp_util_pct=6.56
export IMPL_violations="negative setup slack"
export IMPL_drv_slew=0
export IMPL_worst_pin_slew_ns=0.198
export IMPL_fp_dieW_um=80
export IMPL_final_cells=110
export IMPL_leakage_nw=0.303
export IMPL_hold_class="in2out"
export IMPL_dp_cells=106
export IMPL_synth_distinct_cells=18
export IMPL_critical_path_required_ns=0.88
export IMPL_grt_overflow_total=0
export IMPL_max_freq_mhz=830
export IMPL_vias_per_cell=3.21
export IMPL_yosys_area_top_type="buf_4"
export IMPL_die_h_um=80
export IMPL_ir_drop_v=0.0000359
export IMPL_synth_cells_yosys=36
export IMPL_rsz0062_at_grt="true"
export IMPL_period_minus_slack_ns=1.20
export IMPL_hold_viol_final=0
export IMPL_drt_wl_total_um=1070
export IMPL_maxCapViolCount=0
## path summary, 6_finish.rpt
| path | slack [ns] | depth (start not counted) | end |
|---|---|---|---|
| setup / recovery | -0.10 | 6 | wdsel[1] |
| hold / removal | 0.71 | 3 | alufn[0] |
## power breakdown
| part | switching [mW] | internal, mW | total, mW |
|---|---|---|---|
| combinational | 0.0667 | 0.119 | 0.186 |
| sequential | 0 | 0 | 0 |
| clock | 0 | 0 | 0 |
| total | 0.0667 | 0.119 | 0.186 |
## cells in the mapped netlist (2+ instances only)
cell	n
a21boi_0	4
nor2_1	2
nand2_1	4
nand3_1	2
a21oi_1	2
or3_1	2
nor3_1	2
buf_4	7
buf_2	2
## kinds of logic (layout without fill, tap and decap cells)
family,Yosys count,after routing,synth area share [%]
AND/OR/NAND/NOR,15,15,34.6
AND-OR/OR-AND,9,9,30.2
buffers and inverters,11,39,31.3
XOR/XNOR,1,1,3.91
## routing by layer
| metal | wire, um | track usage [%] |
|---|---|---|
| met4 | 0 | 0 |
| met3 | 100 | 0.795 |
| met1 | 431 | 3.30 |
| met2 | 542 | 5.54 |
| met5 | 0 | 0 |
## worst max-delay path, cell delays in order
cell	delay, ns
buf_6	0.09
and3b_1	0.18
buf_4	0.14
buf_6	0.11
a21boi_2	0.14
buf_2	0.11
## through the flow
| stage | setup TNS [ns] | setup slack (ns) | area (sq um) |
|---|---|---|---|
| final | -0.655 | -0.104 | 629 |
| after global routing | -1.17 | -0.168 | 629 |
| after CTS | -0.698 | -0.104 | 591 |
| after detailed placement | -11.38 | -0.955 | 524 |
| after global placement | -11.30 | -0.927 | 524 |
| after floorplan | 0 | 0.100 | 224 |
## cell type report
cell class	count	area [sq um]
fillers	378	2790
repair buffers	37	342
multi-input cells	25	223
well taps	46	57.6
inverters	2	7.51
## timing repair
item	CTS	global route
gates cloned	0	0
resized	89	10
setup endpoints to repair	16	12
pin swaps	14	4
buffers inserted	4	0
Power is estimated from default activity; no workload was simulated.
