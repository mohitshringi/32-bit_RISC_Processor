### /design/flow/config.mk
export PLATFORM = sky130hd
export DESIGN_NAME = a_sel
export DESIGN_NICKNAME = a_sel
export VERILOG_FILES = /design/flow/design.v
export SDC_FILE = /design/flow/constraint.sdc
export NUM_CORES = 4
export LEC_CHECK = 1
export CORE_AREA = 10 10 70 70
export DIE_AREA = 0 0 80 80
### /design/flow/constraint.sdc
current_design a_sel

set clk_period 1.0
set clk_io_pct 0.2

create_clock -name clk0 -period $clk_period

set non_clock_inputs [all_inputs -no_clocks]
set_input_delay [expr $clk_period * $clk_io_pct] -clock clk0 $non_clock_inputs
set_output_delay [expr $clk_period * $clk_io_pct] -clock clk0 [all_outputs]
### /design/flow/design.v
`timescale 1ns / 1ps
module a_sel(A,rd1,pc_const,asel);
output reg [31:0] A;   
input [4:0] pc_const;  
input [31:0] rd1;  
input asel;
always @ (rd1,pc_const,asel)
case(asel)
1'b0: A <= rd1;
1'b1: A <= {27'b0,pc_const};
endcase
endmodule
### /design/flow/run.sh
#!/bin/bash
# OpenROAD 26Q1-2900-gdf79404cd8, Yosys 0.63+post, stock flow scripts
make -C /OpenROAD-flow-scripts/flow DESIGN_CONFIG=/design/flow/config.mk WORK_HOME=/design/flow/orfs finish
==> impl_metrics.yaml <==
# synthesis and place-and-route metrics
placed_design:
  place.detailed.hpwl_um: 1740
  gp_congestion: 0.823
  io_buffers: 70
  dp.cells: 153
  placed_cell_area_mm2: 0.00103
logic_synthesis:
  ys_area_um2: 260
  synth_area_um2: 260
  top_cells_by_area: "nor2b_1 (60%), mux2_4 (17%), mux2_2 (8.7%)"
  top_cell_area_share_pct: 60.1
  synth_cells: 35
  postSynthAreaPerCell_um2: 7.44
  seq_area_frac_synth_pct: 0
  yosysUniqueCellTypes: 6
  yosysWarnings: 1
  yosysCellCount: 35
  yosys.area.top_type: "nor2b_1"
route:
  wl_per_cell_um: 12.3
  drtIter0Drc: 1
  vias_per_cell: 3.31
  drt_first_pass_iters: 2
  route.detailed.drc: 0
  totalWireLength_um: 1930
  vias: 519
  ant_nets: 0
  antennaDiodeCount: 0
sta:
  finalSetupViolCount: 7
  slew_headroom_pct: 93.3
  slew_viol_final: 0
  rsz0062_at_grt: "yes"
  hold_violations: 0
  tightest_slew_ps: 101
  period_used_pct: 105
  whs_ps: 782
  finalCriticalPeriod_ps: 1050
  fin_ws_ps: -47.1
  max_freq_mhz: 955
finish:
  nClkBuffers: 0
  seq_area_um2: 0
  utilization_pct: 27.2
  ff_count: 0
  drive_above_1_share_pct: 45.0
  final_cells: 157
  layout-area-overhead-vs-synth_pct: 257
  stdcell_area_um2: 928
status:
  violations: "setup timing"
  status: "finished with violations"
power:
  p_sw_share_pct: 25.5
  p_clk_share_pct: 0
  p_int_mw: 0.219
  p_switching_mw: 0.0750
  seqPwrFrac_pct: 0
  power.density_mw_per_mm2: 316
  comb_power_share_pct: 100.0
  p_leak_nw: 0.522
  peakVddDrop_uv: 126
floorplan:
  top_level_ports: 70
  die_w_um: 80
  die_y_um: 80
  placementRows: 21
  initCoreUtil_pct: 7.62
  core_mm2: 0.00342
  die_area_mm2: 0.00640
setup_path:
  worstPathRequired_ps: 800
  path_cells: "buf_8, buf_6, buf_6, buf_6, nor2b_1, buf_2"
  slowest_stage: "buf_6"
  endpoint_kind: "primary output"
  startpoint_type: "primary input"
  crit_fanout: 5
  cpPeakStageDelay_ps: 120
  worstSetupPathType: "in -> out"
  arrival_ps: 850
  crit_top_cell: "buf_6"
grt:
  grt_overflow_total: 0
  grt_first_pass_wirelength_um: 2970
  grt_use_total_pct: 5.61
  antenna_found_initial: 0
  grt_pass1_vias: 588
  grt_max_degree: 11
job:
  max_cap_violations: 0
  warning_count: 34
worst_hold_path:
  hold_class: "in -> out"
==> cells in the final DEF (no fill, tap or decap) <==
cell type      instances
and2b_1                2
buf_2                 29
buf_4                  2
buf_6                 10
buf_8                  1
dlygate4sd2_1         37
mux2_4                 5
nor2b_1               22
nor2b_2                2
nor2b_4                1
==> Yosys cell counts <==
master / instances
nor2b_1: 25
and2b_1: 2
buf_2: 2
buf_6: 1
mux2_4: 3
mux2_2: 2
==> layout make-up <==
type,count,area (um^2)
repair buffers,79,612
multi-input cells,32,259
fillers,416,2490
well taps,46,57.6
==> routing by layer <==
metal / wire, um / GRT usage, %
met1: 856 / 7.12
met2: 675 / 7.62
met3: 399 / 4.55
met4: 0 / 0
met5: 0 / 0
==> stage by stage <==
step | setup WS [ps] | TNS [ps] | power [mW]
after floorplan | 212 | 0 | 0.0674
after global placement | -851 | -23680 | 0.373
after detailed placement | -870 | -24310 | 0.373
after CTS | -55.6 | -201 | 0.283
after global routing | -92.4 | -389 | 0.329
final | -47.1 | -177 | 0.294
==> kinds of logic (layout without fill, tap and decap cells) <==
family / Yosys count / in the layout / synth area share (%)
buffers and inverters: 3 / 79 / 8.17
muxes: 5 / 5 / 26.0
and+or+nand+nor: 27 / 27 / 65.9
==> power groups by stage <==
| stage | logic (mW) | clock network, mW | registers [mW] |
|---|---|---|---|
| after CTS | 0.283 | 0 | 0 |
| after global routing | 0.329 | 0 | 0 |
| final | 0.294 | 0 | 0 |
==> timing repair <==
action,in CTS,in global routing
endpoints found under the setup margin,32,15
gates cloned,0,0
setup buffers,4,0
pin swaps,0,0
hold endpoints to repair,0,0
hold buffers,0,0
resized,148,7
==> critical path: cells and delay by family <==
family | cells | cell delay [ps]
buffers and inverters | 5 | 540
and+or+nand+nor | 1 | 100
==> final timing paths <==
| path | depth (start not counted) | slack (ps) | end | start |
|---|---|---|---|---|
| max | 6 | -50 | A[6] | asel |
| min | 3 | 780 | A[20] | rd1[20] |
Power figures rest on the tool's default switching activity, not on a simulated workload.
