--- flow/design.v ---
`timescale 1ns / 1ps
module wd_sel(wd_to_reg,rd,adr,pc_plus_4,wdsel);
output reg [31:0] wd_to_reg;  
input [31:0] rd;  
input [31:0] adr;  
input [4:0] pc_plus_4;  
input wdsel;    
always @ (wdsel,rd,adr,pc_plus_4)
case(wdsel)
2'b00: wd_to_reg<= {27'b0,pc_plus_4};
2'b01: wd_to_reg<= adr;
2'b10: wd_to_reg<= rd;
endcase
endmodule
--- flow/run.sh ---
#!/bin/bash
# OpenROAD 26Q1-2900-gdf79404cd8, Yosys 0.63+post, stock flow scripts
make -C /OpenROAD-flow-scripts/flow DESIGN_CONFIG=/design/flow/config.mk WORK_HOME=/design/flow/orfs finish
--- flow/config.mk ---
export PLATFORM = sky130hd
export DESIGN_NAME = wd_sel
export DESIGN_NICKNAME = wd_sel
export VERILOG_FILES = /design/flow/design.v
export SDC_FILE = /design/flow/constraint.sdc
export NUM_CORES = 4
export LEC_CHECK = 1
export CORE_AREA = 10 10 70 70
export DIE_AREA = 0 0 80 80
--- flow/constraint.sdc ---
current_design wd_sel

set clk_period 1.0
set clk_io_pct 0.2

create_clock -name clk0 -period $clk_period

set non_clock_inputs [all_inputs -no_clocks]
set_input_delay [expr $clk_period * $clk_io_pct] -clock clk0 $non_clock_inputs
set_output_delay [expr $clk_period * $clk_io_pct] -clock clk0 [all_outputs]
==> reports/metrics.yaml <==
run_status:
  status: "complete, but fails checks"
  failed_checks: "setup timing"
final_layout:
  fillerInstances: 376
  final_cells: 154
  fin_util_pct: 31.98
  area_delta_synth_final_pct: 309.9
  logic_area_sq_um: 291.5
  ff_count: 0
  layout-drive-gt1-share_pct: 54.63
  clockBufferCount: 0
  flop_area_sq_um: 0
detailed_routing:
  dr.pass1.iters: 2
  drc_errors: 0
  route.vias.total: 529
  n_antenna_cell: 0
  avgRoutedWirePerCell_um: 14.24
  route.antenna.remaining_nets: 0
  vias_per_cell: 3.435
  drt_wl_total_um: 2193
  drt_iter0_markers: 5
placed_design:
  place_ws_ps: -834.0
  io_buffer_count: 70
  placed_cells_incl_taps: 150
  gp_congestion: 0.7839
  hpwl_um: 1844
yosys:
  topCombFamilyByArea: "simple AND/OR/NAND/NOR gates"
  ys_sh_xor_pct: 0
  yosysTopAreaCell: "and2_1"
  top_cell_area_share_pct: 46.95
  common_cells: "20 x and2_1, 7 x and2_2, 3 x mux2_4"
  synth_top_cell_by_count: "and2_1"
  synthDistinctLibCells: 6
  topCellsByArea: "and2_1 47%, and2_2 20%, mux2_4 17%, mux2_2 8.5%, buf_6 4.2%"
  fa_ha_area_share_pct: 0
  yosysSeqAreaShare_pct: 0
  synth-compound-area-share_pct: 0
  netlist_area_sq_um: 266.5
  synth.area.mux_share_pct: 25.35
  ys_chip_area_sq_um: 266.5
  synth-simple-area-share_pct: 66.67
  ys.warnings.count: 1
  avgSynthCellArea_sq_um: 7.614
  postSynthCellCount: 35
  ys_cells: 35
setup_path:
  path_max_fanout: 7
  criticalPathCategory: "in -> out"
  required_ps: 800
  critPathSlowestCell: "mux2_4"
  cpMostUsedCell: "buf_12"
  arrival_ps: 870
  path_cells: "buf_12 -> buf_12 -> mux2_4 -> buf_6"
  critPathLaunchType: "input port"
  cp-end-kind: "output pin"
  cpPeakStageDelay_ps: 300
die:
  num_rows: 21
  dieArea_sq_um: 6400
  design.core.area_sq_um: 3416
  die_x_um: 80
  ios: 102
  floorplanUtilization_pct: 7.802
  die_h_um: 80
sta:
  worst_slack_ps: -68.42
  grt_setup_unrepaired: "yes"
  hold_violations: 0
  slew-limit-headroom_pct: 94.75
  final_max_slew_viol_count: 0
  setup_viol: 20
  fmax_mhz: 936.0
  worstMarginPinSlew_ps: 78.75
  period_used_pct: 106.8
  min_period_ps: 1068
  tns_ps: -591.1
grt:
  grt_pass1_vias: 597
  grt_overflow: 0
  track_usage_pct: 6.257
  grt_max_degree: 8
  antenna_found_initial: 0
  grt_pass1_wl_um: 3243
power_and_ir_drop:
  p_switching_w: 0.00008802
  ir_drop_uv: 150.0
  p_clk_share_pct: 0
  leakagePower_nw: 0.5918
  p_int_w: 0.0002990
  swShare_pct: 22.75
  pwr-share-comb_pct: 100.0
  powerDensity_nw_per_um2: 354.3
  power_frac_seq_pct: 0
clocking:
  hold_buffers: 0
worst_hold_path:
  hold_path_class: "in -> out"
job:
  warning_count: 66
  cap_viol_max_count: 0
==> worst max-delay path, delay by kind of cell <==
family / cells / cell delay (ps)
buf+inv: 3 / 370
mux: 1 / 300
==> stage by stage <==
step	total power (W)	hold WS, ps	instance area (sq um)
after global routing	0.0004209	798.3	1092
final	0.0003870	766.4	1092
after CTS	0.0003741	769.1	1056
after floorplan	0.00006479	477.3	266.5
after detailed placement	0.0003717	1340	1031
after global placement	0.0003708	1348	1031
==> worst paths after layout <==
path  startpoint  depth (start not counted)             to
min      adr[18]                          3  wd_to_reg[18]
max        wdsel                          4   wd_to_reg[4]
==> power by group through the flow <==
stage / Combinational [W] / Clock, W / Sequential (W)
after global routing: 0.000421 / 0 / 0
final: 0.000387 / 0 / 0
after CTS: 0.000374 / 0 / 0
==> layout by cell type (no fill, tap or decap), drive strengths merged <==
| master | count |
|---|---|
| dlygate4sd2 | 37 |
| clkdlybuf4s15 | 4 |
| and2 | 27 |
| buf | 34 |
| mux2 | 5 |
| bufbuf | 1 |
==> area by class of cell <==
type               instances  share of cell area, %
well taps                 46                  5.269
repair buffers            76                  68.04
multi-input cells         32                  26.69
==> logic make-up (layout without fill, tap and decap cells) <==
group,Yosys count,in the layout
multiplexers,5,5
buffers and inverters,3,76
AND/OR/NAND/NOR,27,27
==> layer usage <==
layer / part of all wire, % / global-route usage [%]
met5: 0 / 0
met4: 0 / 0
met3: 20 / 4.773
met2: 39 / 9.230
met1: 40 / 7.515
==> repair_timing <==
item / CTS / global route
pin swaps: 20 / 9
gates cloned: 4 / 0
gates resized: 165 / 10
setup buffers: 1 / 0
endpoints found under the setup margin: 32 / 21
No activity file was given, so power comes from the tool's default toggle rates.
